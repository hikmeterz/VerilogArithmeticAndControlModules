==> ./run.sh <==
#!/bin/bash
# OpenROAD 26Q1-2900-gdf79404cd8, Yosys 0.63+post, stock flow scripts
make -C /OpenROAD-flow-scripts/flow DESIGN_CONFIG=/design/flow/config.mk WORK_HOME=/design/flow/orfs finish
==> ./config.mk <==
export PLATFORM = sky130hd
export DESIGN_NAME = kuyruk_denetleyicisi
export DESIGN_NICKNAME = kuyruk_denetleyicisi
export VERILOG_FILES = /design/flow/design.v
export SDC_FILE = /design/flow/constraint.sdc
export NUM_CORES = 4
export LEC_CHECK = 1
export CORE_AREA = 10 10 70 70
export DIE_AREA = 0 0 80 80
==> ./constraint.sdc <==
current_design kuyruk_denetleyicisi

set clk_period 5.3
set clk_io_pct 0.2

create_clock -name clk0 -period $clk_period

set non_clock_inputs [all_inputs -no_clocks]
set_input_delay [expr $clk_period * $clk_io_pct] -clock clk0 $non_clock_inputs
set_output_delay [expr $clk_period * $clk_io_pct] -clock clk0 [all_outputs]
==> ./design.v <==
`timescale 1ns / 1ps
module kuyruk_denetleyicisi(
    input [31:0] kuyruk,
    input islem_yap,
    output reg [2:0] cevrim_sayisi,
    output reg[4:0] cikan_veri,
    output reg [31:0] yeni_kuyruk,
    output reg bitti
    );
    always@* begin
        bitti=1'b0;
        if(kuyruk[26:24]!=0)begin
            cevrim_sayisi= kuyruk[26:24]-1'b1;
            cikan_veri=0;
            yeni_kuyruk=kuyruk;
            yeni_kuyruk[26:24]=cevrim_sayisi;
        end
        else if(kuyruk[26:24]==0)begin
            cikan_veri=kuyruk[31:26];
            cevrim_sayisi= 1'b0;
            yeni_kuyruk=(kuyruk<<5);
        end
        bitti=1'b1;
    end
endmodule
==> impl_metrics.xml <==
<?xml version="1.0" encoding="UTF-8"?>
<metrics>
  <group name="run_status">
    <metric name="outcome" unit="">complete, no violations</metric>
  </group>
  <group name="detailed_routing">
    <metric name="post_drt_via_cell_ratio" unit="">3.84</metric>
    <metric name="detailedRoute.firstIterationViolations" unit="">9</metric>
    <metric name="antenna-diode-count" unit="">0</metric>
    <metric name="antenna_violating_nets_post_route" unit="">0</metric>
    <metric name="detail_route.wirelength" unit="µm">2370</metric>
    <metric name="detailroute.via_count" unit="">653</metric>
    <metric name="detail_route.first_pass.iterations" unit="">2</metric>
    <metric name="route.detailed.drc" unit="">0</metric>
    <metric name="routedWlPerCell" unit="µm">14.0</metric>
  </group>
  <group name="global_route">
    <metric name="maximum_number_of_pins_on_one_net_before_global_route_repair" unit="">19</metric>
    <metric name="first_pass_grt_wire_length" unit="µm">3590</metric>
    <metric name="grt_pass1_vias" unit="">728</metric>
    <metric name="grt_antenna_before_repair" unit="">0</metric>
    <metric name="global_route.overflow_total" unit="">0</metric>
    <metric name="grtUsageTotal" unit="%">6.77</metric>
  </group>
  <group name="sta">
    <metric name="min_period_over_period" unit="%">82.5</metric>
    <metric name="timing.final.max_slew_violations" unit="">0</metric>
    <metric name="finalSetupViolations" unit="">0</metric>
    <metric name="final.hold.worst_slack" unit="ns">3.07</metric>
    <metric name="endpoints_failing_hold" unit="">0</metric>
    <metric name="rsz0062_at_grt" unit="">false</metric>
    <metric name="fin_tns_setup" unit="ns">0</metric>
    <metric name="relSlewSlack" unit="%">50.4</metric>
    <metric name="worst_pin_slew" unit="ns">0.744</metric>
    <metric name="final_period_minus_worst_setup_slack" unit="ns">4.37</metric>
    <metric name="timing.fmax" unit="MHz">229</metric>
  </group>
  <group name="synth">
    <metric name="synth.yosys.chip_area" unit="µm²">573</metric>
    <metric name="muxShareOfSynthArea" unit="%">57.4</metric>
    <metric name="top_area_cell" unit="">mux2_2</metric>
    <metric name="synth-adder-area-share" unit="%">10.9</metric>
    <metric name="synthesis.area_per_instance" unit="µm²">9.71</metric>
    <metric name="proportion_of_synthesized_chip_area_in_sequential_cells" unit="%">0</metric>
    <metric name="ys_types" unit="">18</metric>
    <metric name="syn_inst" unit="">59</metric>
    <metric name="yosysMostFrequentCell" unit="">mux2_2</metric>
    <metric name="synth_simple_gate_area_share" unit="%">15.1</metric>
    <metric name="synth.top_cells.by_count" unit="">15 x mux2_2, 10 x mux2_4, 5 x ha_1, 5 x inv_1, 5 x nor2b_1</metric>
    <metric name="yosysCellCount" unit="">59</metric>
    <metric name="synth.cellmix.compoundShare" unit="%">2.18</metric>
    <metric name="top_cells_by_area" unit="">mux2_2 29%, mux2_4 26%, ha_1 11%</metric>
    <metric name="synthesis.area" unit="µm²">573</metric>
    <metric name="top_cell_area_share" unit="%">29.5</metric>
    <metric name="ys.warnings.count" unit="">1</metric>
    <metric name="synth-xor-area-share" unit="%">0</metric>
    <metric name="logic_family" unit="">multiplexers</metric>
  </group>
  <group name="worst_hold_path">
    <metric name="min_delay_path_depth" unit="">4</metric>
    <metric name="hold_crit_start" unit="">kuyruk[20]</metric>
    <metric name="hp-class" unit="">in2out</metric>
    <metric name="worst_hold_path.endpoint" unit="">yeni_kuyruk[25]</metric>
  </group>
  <group name="floorplan">
    <metric name="io_pins" unit="">74</metric>
    <metric name="fp-utilization" unit="%">16.8</metric>
    <metric name="die_w" unit="µm">80</metric>
    <metric name="fp.dieH" unit="µm">80</metric>
    <metric name="floorplan_die_area" unit="mm²">0.00640</metric>
    <metric name="row_count" unit="">21</metric>
    <metric name="design.core.area" unit="mm²">0.00342</metric>
  </group>
  <group name="pwr">
    <metric name="power_density" unit="mW/mm²">72.3</metric>
    <metric name="p_leak" unit="nW">0.548</metric>
    <metric name="max-vdd-ir-drop" unit="µV">22.3</metric>
  </group>
  <group name="critical_path">
    <metric name="max_stage_delay" unit="ns">0.66</metric>
    <metric name="worstPathArrival" unit="ns">3.31</metric>
    <metric name="crit_path_max_fanout" unit="">18</metric>
    <metric name="crit_chain" unit="">clkdlybuf4s50_1, inv_1, ha_1, ha_1, mux2_2, clkdlybuf4s50_1</metric>
    <metric name="setup.worst_path.class" unit="">in2out</metric>
    <metric name="start_kind" unit="">primary input</metric>
    <metric name="endpoint_kind" unit="">output port</metric>
    <metric name="worst_path_max_delay_cell" unit="">ha_1</metric>
    <metric name="critical_path_required" unit="ns">4.24</metric>
  </group>
  <group name="placed_design">
    <metric name="place_congestion" unit="">0.758</metric>
    <metric name="port-buffer-count" unit="">71</metric>
    <metric name="dp_hpwl" unit="µm">2080</metric>
  </group>
  <group name="final_layout">
    <metric name="clockBufferCount" unit="">0</metric>
    <metric name="numSequentialCells" unit="">0</metric>
    <metric name="flop_area" unit="µm²">0</metric>
    <metric name="area_delta_synth_final" unit="%">124</metric>
    <metric name="drive_gt1_share" unit="%">21.8</metric>
  </group>
  <group name="clock_tree">
    <metric name="post-cts-setup-buffers" unit="">0</metric>
    <metric name="holdBufCountCts" unit="">0</metric>
    <metric name="cts_resized" unit="">0</metric>
  </group>
  <group name="run">
    <metric name="stage_log_warnings" unit="">36</metric>
    <metric name="drv.max_cap_violation_count" unit="">0</metric>
  </group>
</metrics>
==> cell usage in the layout (no fill, tap or decap) <==
master	Yosys	final
a21o_1	1	1
and2_1	4	4
and2b_2	1	1
clkdlybuf4s50_1	0	71
conb_1	2	2
ha_1	5	5
inv_1	5	5
mux2_2	15	15
mux2_4	10	10
mux2i_1	1	1
nand2_1	1	1
nand2b_4	1	1
nor2_1	1	1
nor2b_1	5	5
o21ai_0	1	1
==> layout make-up <==
type               count  area, µm²
multi-input cells     48        498
inverters              5       18.8
fillers              354       2130
well taps             46       57.6
repair buffers        71        711
==> metal layers <==
metal / share of wire, % / wire length [µm] / vias up / global-route usage (%)
met5: 0 / 0 / - / 0
met4: 0 / 0 / 0 / 0
met3: 16 / 372 / 0 / 3.30
met2: 45 / 1060 / 42 / 11.0
met1: 39 / 936 / 284 / 8.37
li1: - / - / 327 / -
==> worst max-delay path, delay by kind of cell <==
family | cells | cell delay [ns]
buffers and inverters | 3 | 0.98
multiplexers | 1 | 0.41
adder cells (fa/ha/maj) | 2 | 0.87
==> through the flow <==
step	power [W]	setup WS, ns	utilization, %	area [µm²]	instances
detailed placement	0.0000950	0.871	37.6	1280	170
finish	0.0000929	0.925	37.6	1280	170
floorplan	0.0000276	2.24	-	573	59
global route	0.000102	0.721	37.6	1280	170
CTS	0.0000958	0.868	37.6	1280	170
global placement	0.0000952	0.889	37.6	1280	170
==> power by group <==
part / internal, W / switching (W)
combinational: 0.0000722 / 0.0000207
clock: 0 / 0
sequential: 0 / 0
total: 0.0000722 / 0.0000207
==> cells by family after synthesis <==
family                     after synthesis
buffers and inverters                   11
AOI/OAI and AO/OA                        2
other                                    2
adders and majority gates                5
and+or+nand+nor                         13
muxes                                   26
==> how the worst max path moves through the flow <==
stage,slack [ns],startpoint,to,depth (start not counted)
CTS,0.87,kuyruk[24],yeni_kuyruk[23],6
global route,0.72,kuyruk[24],yeni_kuyruk[29],6
finish,0.93,kuyruk[24],yeni_kuyruk[23],6
Power and IR drop assume default switching activity.
