[/design/flow/config.mk]
export PLATFORM = sky130hd
export DESIGN_NAME = yaklasik_carpma
export DESIGN_NICKNAME = yaklasik_carpma
export VERILOG_FILES = /design/flow/design.v
export SDC_FILE = /design/flow/constraint.sdc
export NUM_CORES = 4
export LEC_CHECK = 1
export CORE_UTILIZATION = 40
[/design/flow/run.sh]
#!/bin/bash
# OpenROAD 26Q1-2900-gdf79404cd8, Yosys 0.63+post, stock flow scripts
make -C /OpenROAD-flow-scripts/flow DESIGN_CONFIG=/design/flow/config.mk WORK_HOME=/design/flow/orfs finish
[/design/flow/constraint.sdc]
current_design yaklasik_carpma

set clk_period 2.8
set clk_io_pct 0.2

create_clock -name clk0 -period $clk_period [get_ports {clk}]

set non_clock_inputs [all_inputs -no_clocks]
set_input_delay [expr $clk_period * $clk_io_pct] -clock clk0 $non_clock_inputs
set_output_delay [expr $clk_period * $clk_io_pct] -clock clk0 [all_outputs]
[/design/flow/design.v]
`timescale 1ns / 1ps
module yaklasik_carpma(
    input clk,
    input [31:0]sayi1,
    input [31:0]sayi2,
    output reg [63:0] tahmini_sonuc 
    );
    reg[2:0] sayac=0;
    reg [3:0]sira_sayma=0;
    reg [3:0]sira_sayma_next=0;
    reg bellek_kontrol=0;
    reg bellek_kontrol_next=0;
    reg [3:0]bellek_bulundu_kontrol_index;
    integer i;
    reg [71:0] bellek [7:0];
    initial begin
        for(i=0;i<8;i=i+1)begin 
            bellek[i]=0;
        end
    end
    integer tarama;
    always@(*)begin
          bellek_kontrol_next=bellek_kontrol;
          sira_sayma_next=sira_sayma;
          if(sayac==3'd0)begin
            for(tarama=0;tarama<8;tarama=tarama+1)begin
                if(bellek[tarama][71:68]==sayi1[31:28]&&bellek[tarama][67:64]==sayi2[31:28])begin
                    bellek_kontrol_next=1; 
                    bellek_bulundu_kontrol_index=tarama; 
                end
            end
          end  
          else if(sayac==3'd1)begin
            if(bellek_kontrol_next==1)begin
                tahmini_sonuc=bellek[bellek_bulundu_kontrol_index][63:0];
            end
          end
          else if(sayac==3'd2)begin
            if(bellek_kontrol_next==0)begin
                tahmini_sonuc=sayi1*sayi2; 
                bellek[sira_sayma_next][71:68]=sayi1[31:28];
                bellek[sira_sayma_next][67:64]=sayi2[31:28];
                bellek[sira_sayma_next][63:0]=sayi1*sayi2;
                if(sira_sayma_next<7)
                    sira_sayma_next=sira_sayma +1;
                else
                    sira_sayma_next=0;
            end
            else if(bellek_kontrol==1)begin
                tahmini_sonuc=sayi1*sayi2; 
            end
          end
    end
    always@(posedge clk) begin
       if(sayac==3'd3)begin
            sayac<=3'd0;
            bellek_kontrol=0;
       end
       else begin
        sayac<=sayac+1;
       end
       bellek_kontrol<=bellek_kontrol_next;
       sira_sayma<=sira_sayma_next;
    end
endmodule
==> reports/results.txt <==
yosys stat area -> 49000 um^2
pre-CTS WS -> 0.330 ns
vias in the first global route -> 35962
ys cells -> 5168
Startpoint Class -> input pin
fill cell count -> 11822
hpwl dp -> 96300 um
Final Critical Period -> 2.15 ns
global-route wire length before repair -> 206000 um
PnR worst setup slack -> 0.650 ns
Vias/cell -> 5.03
cells after synthesis -> 5168
Arr. time, crit path -> 2.09 ns
number of I/O pins -> 129
Hold Path Sink -> sayac[0]$_SDFF_PN0_
drt total wl -> 127000 um
row cnt -> 128
r2r setup slk -> 1.16 ns
Syn Area/Cell -> 9.49 um^2
# setup viols final -> 0
clock-pin transition on the worst setup and hold timing paths -> 0.03 ns
total CTS buffers -> 3
Slew Viols, Final -> 0
post-route design area -> 52200 um^2
Async SR Flop Fraction -> 0%
layout cell share with drive strength beyond 1 -> 4.68%
post-synth cell types -> 82
dominant register cell -> dlxtn_1
die width -> 352 um
largest net degree at the start of global routing -> 105
Cell Area, Placed -> 52100 um^2
Die H -> 352 um
worst r2r dst -> sira_sayma[1]$_SDFFCE_PP0P_
Clk Tree Root Cell -> clkbuf_16
outcome -> complete, no violations
antenna violations before repair -> 1
# hold bufs at CTS -> 0
accumulated negative setup slack -> 0 ns
Port-buffer cells -> 128
Synth Warn # -> 2
Worst Path Required -> 2.74 ns
starting density of the core -> 40.3%
clk_skew -> 0.00180 ns
DR vias -> 33914
R2R depth -> 5
H-tree levels -> 1
CP Max Fanout -> 16
worst r2r src -> sayac[0]$_SDFF_PN0_
remaining antenna violation count after routing -> 0
most instantiated logic cell after routing -> fa_1
Final period util -> 76.8%
post-CTS sizing -> 0
# DRC -> 0
Syn Std Cell Area -> 49000 um^2
number of unconstrained endpoints -> 707
Longest Clk Path Bufs -> 2
Hold Crit Class -> register to register
full die area -> 124000 um^2
Iter 0 DRT Violations -> 1350
OpenROAD warning count -> 35
Area Overhead vs Synth -> 6.33%
CTS tree -> built
1st-pass router iterations -> 5
RSZ-0062 raised after global routing -> false
Core Footprint -> 122000 um^2
fmax -> 465 MHz
dominant logic cell types in the final layout -> 896 x fa_1, 868 x inv_1, 640 x dlxtn_1, 598 x and2_1, 592 x nand2_1
final tally of hold violations -> 0
GR Util All Layers -> 22.3%
storage element area -> 9880 um^2
register pins left without a clock -> 643
Routed wire per std cell -> 18.8 um
Worst Tran Pin Value -> 0.985 ns
register bit total from synthesis -> 651
routability cong. -> 0.903
Logic area -> 34800 um^2
Max-Cap Viols -> 0
CP endpoint kind -> register
Clock Latency Late Sink -> 0.23 ns
Hold Startpoint -> sayac[0]$_SDFF_PN0_
EDFF count, synth -> 5
hold path depth -> 1
Crit Path Class -> input pin to register
GRT overflow -> 0
Setup Fix Bufs, Post-CTS -> 0
Max transition margin -> 33.8%
## stage by stage
| stage | hold WS, ns | instances | util, % |
|---|---|---|---|
| floorplan | 0.433 | 5168 | - |
| finish | 0.475 | 6739 | 42.8 |
| global route | 0.520 | 6737 | 42.8 |
| CTS | 0.484 | 6737 | 42.8 |
| global placement | 0.443 | 6733 | 42.8 |
| detailed placement | 0.464 | 6733 | 42.8 |
## layout make-up
type | instances | share of cell area [%]
diodes | 2 | 0.00960
clock buffers | 4 | 0.151
well taps | 1625 | 3.90
inverters | 871 | 6.27
flip-flops and latches | 651 | 18.9
repair buffers | 233 | 3.92
multi-input cells | 3353 | 66.8
## cell families after synthesis
family                   share of synthesized area (%)
latches                                           19.7
buffers and inverters                             8.95
AND/OR/NAND/NOR                                   14.6
flip-flops                                       0.429
multiplexers                                      3.80
adder cells (fa/ha/maj)                           43.6
AND-OR/OR-AND                                     6.74
XOR/XNOR                                          2.23
## sequential cells by signal, indices dropped and copies added (netlist names)
| name | cells |
|---|---|
| bellek_bulundu_kontrol_index | 3 |
| bellek_kontrol | 1 |
| sayac | 3 |
| bellek | 576 |
| sira_sayma | 4 |
| tahmini_sonuc | 64 |
## Yosys cell counts, types with 27 or more instances
library cell | count | area [um^2]
mux4_2 | 46 | 1040
o21ai_0 | 134 | 671
a21oi_1 | 117 | 586
and2_1 | 598 | 3740
a221oi_1 | 27 | 236
mux2_2 | 30 | 338
clkbuf_1 | 265 | 995
ha_1 | 274 | 3430
nand2_1 | 595 | 2230
nor2_1 | 112 | 420
inv_1 | 868 | 3260
a21o_1 | 39 | 293
xnor2_1 | 74 | 648
fa_1 | 896 | 17900
mux2i_1 | 49 | 490
xor2_1 | 49 | 429
dlxtn_1 | 643 | 9650
## worst max path at each step
stage / end / from / depth (start not counted)
after global routing: bellek_kontrol$_SDFFCE_PP1P_ / sayi2[28] / 10
after CTS: bellek_kontrol$_SDFFCE_PP1P_ / sayi2[28] / 10
final: bellek_kontrol$_SDFFCE_PP1P_ / sayi2[28] / 10
## critical path: stages
cell,delay [ns]
buf_2,0.33
xor2_1,0.13
nor4_1,0.30
nand2_1,0.12
o21ai_0,0.10
or3_1,0.16
inv_1,0.04
o2111ai_1,0.11
nand3_1,0.15
inv_1,0.08
## routing by layer
layer | part of all wire, % | track usage [%] | up-vias
met2 | 46 | 34.0 | 1111
met4 | 0.85 | 1.64 | 0
met3 | 10 | 9.64 | 66
met5 | 0 | 0 | -
met1 | 43 | 32.4 | 17092
li1 | - | - | 15645
